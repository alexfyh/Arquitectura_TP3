===== /design/flow/config.mk =====
export PLATFORM = sky130hd
export DESIGN_NAME = uart_top
export DESIGN_NICKNAME = uart_top
export VERILOG_FILES = /design/flow/design.v
export SDC_FILE = /design/flow/constraint.sdc
export NUM_CORES = 4
export LEC_CHECK = 1
export CORE_AREA = 10 10 107 107
export DIE_AREA = 0 0 117 117

===== /design/flow/constraint.sdc =====
current_design uart_top

set clk_period 2.5
set clk_io_pct 0.2

create_clock -name clk0 -period $clk_period [get_ports {clk}]

set non_clock_inputs [all_inputs -no_clocks]
set_input_delay [expr $clk_period * $clk_io_pct] -clock clk0 $non_clock_inputs
set_output_delay [expr $clk_period * $clk_io_pct] -clock clk0 [all_outputs]

===== /design/flow/design.v =====
`timescale 1ns / 1ps
module mod_m_counter	#(parameter N = 4 , M = 10)
	(
	 input wire clk, reset,
	 output wire max_tick,
	 output wire [N-1:0] q
	);
	reg [N-1:0] r_reg;
	wire [N-1:0] r_next;
	always@(posedge clk, posedge reset)
		if(reset)
			r_reg <= 0;
		else
			r_reg <= r_next;
	assign r_next = (r_reg == (M-1))? 0 : r_reg +1 ;
	assign q = r_reg;
	assign max_tick = (r_reg == (M-1))? 1'b1 : 1'b0;
endmodule
`timescale 1ns / 1ps
module uart_rx
   #(
     parameter DBIT = 8,      
               SB_TICK = 16   
   )
   (
    input wire clk, reset,
    input wire rx, s_tick,
    output reg rx_done_tick,
    output wire [7:0] dout
   );
   localparam [1:0]
      idle  = 2'b00,
      start = 2'b01,
      data  = 2'b10,
      stop  = 2'b11;
   reg [1:0] state_reg, state_next;
   reg [3:0] s_reg, s_next;
   (* keep = "true" *) reg [2:0] n_reg, n_next;
   reg [7:0] b_reg, b_next;
   always @(posedge clk, posedge reset)
      if (reset)
         begin
            state_reg <= idle;
            s_reg <= 0;
            n_reg <= 0;
            b_reg <= 0;
         end
      else
         begin
            state_reg <= state_next;
            s_reg <= s_next;
            n_reg <= n_next;
            b_reg <= b_next;
         end
   always @*
   begin
      state_next = state_reg;
      rx_done_tick = 1'b0;
      s_next = s_reg;
      n_next = n_reg;
      b_next = b_reg;
      case (state_reg)
         idle:
            if (~rx)
               begin
                  state_next = start;
                  s_next = 0;
               end
         start:
            if (s_tick)
               if (s_reg==7)
                  begin
                     state_next = data;
                     s_next = 0;
                     n_next = 0;
                  end
               else
                  s_next = s_reg + 1;
         data:
            if (s_tick)
               if (s_reg==15)
                  begin
                     s_next = 0;
                     b_next = {rx, b_reg[7:1]};
                     if (n_reg==(DBIT-1))
                        state_next = stop ;
                      else
                        n_next = n_reg + 1;
                   end
               else
                  s_next = s_reg + 1;
         stop:
            if (s_tick)
               if (s_reg==(SB_TICK-1))
                  begin
                     state_next = idle;
                     rx_done_tick =1'b1;
                  end
               else
                  s_next = s_reg + 1;
      endcase
   end
   assign dout = b_reg;
endmodule
`timescale 1ns / 1ps
module uart_top(
    input clk,
    input btnR,
    input RsRx,
    output RsTx
    );
    localparam DBIT     = 16;
    localparam SB_TICK  = 16;
    localparam DVSR     = 326;
    localparam DVSR_BIT = 9;
    wire tick;
    wire rx_done_tick;
    wire [7:0] rx_data;
    wire reset;
    assign reset = btnR;
    uart_rx 
            #(.DBIT(DBIT),
            .SB_TICK(SB_TICK))
        u_uart_rx(
            .rx_done_tick(rx_done_tick),
            .dout(rx_data),
            .rx(RsRx),
            .s_tick(tick),
            .clk(clk),
            .reset(reset)
    );
    uart_tx 
            #(.DBIT(DBIT),
            .SB_TICK(SB_TICK))
        u_uart_tx(
            .tx(RsTx),
            .tx_done_tick(),
            .din(rx_data),
            .tx_start(rx_done_tick),
            .s_tick(tick),
            .clk(clk),
            .reset(reset)
    );
    mod_m_counter 
            #(.M(DVSR),
              .N(DVSR_BIT))
        baud_gen_unit(
            .max_tick(tick),
            .q(),
            .clk(clk),
            .reset(reset)
    );
endmodule
`timescale 1ns / 1ps
module uart_tx
   #(
     parameter DBIT = 8,      
               SB_TICK = 16   
   )
   (
    input wire clk, reset,
    input wire tx_start, s_tick,
    input wire [7:0] din,
    output reg tx_done_tick,
    output wire tx
   );
   localparam [1:0]
      idle  = 2'b00,
      start = 2'b01,
      data  = 2'b10,
      stop  = 2'b11;
   reg [1:0] state_reg, state_next;
   reg [3:0] s_reg, s_next;
   (* keep = "true" *)reg [2:0] n_reg, n_next;
   reg [7:0] b_reg, b_next;
   reg tx_reg, tx_next;
   always @(posedge clk, posedge reset)
      if (reset)
         begin
            state_reg <= idle;
            s_reg <= 0;
            n_reg <= 0;
            b_reg <= 0;
            tx_reg <= 1'b1;
         end
      else
         begin
            state_reg <= state_next;
            s_reg <= s_next;
            n_reg <= n_next;
            b_reg <= b_next;
            tx_reg <= tx_next;
         end
   always @*
   begin
      state_next = state_reg;
      tx_done_tick = 1'b0;
      s_next = s_reg;
      n_next = n_reg;
      b_next = b_reg;
      tx_next = tx_reg ;
      case (state_reg)
         idle:
            begin
               tx_next = 1'b1;
               if (tx_start)
                  begin
                     state_next = start;
                     s_next = 0;
                     b_next = din;
                  end
            end
         start:
            begin
               tx_next = 1'b0;
               if (s_tick)
                  if (s_reg==15)
                     begin
                        state_next = data;
                        s_next = 0;
                        n_next = 0;
                     end
                  else
                     s_next = s_reg + 1;
            end
         data:
            begin
               tx_next = b_reg[0];
               if (s_tick)
                  if (s_reg==15)
                     begin
                        s_next = 0;
                        b_next = b_reg >> 1;
                        if (n_reg==(DBIT-1))
                           state_next = stop ;
                        else
                           n_next = n_reg + 1;
                     end
                  else
                     s_next = s_reg + 1;
            end
         stop:
            begin
               tx_next = 1'b1;
               if (s_tick)
                  if (s_reg==(SB_TICK-1))
                     begin
                        state_next = idle;
                        tx_done_tick = 1'b1;
                     end
                  else
                     s_next = s_reg + 1;
            end
      endcase
   end
   assign tx = tx_reg;
endmodule

===== /design/flow/run.sh =====
#!/bin/bash
# OpenROAD 26Q1-2900-gdf79404cd8, Yosys 0.63+post, stock flow scripts
make -C /OpenROAD-flow-scripts/flow DESIGN_CONFIG=/design/flow/config.mk WORK_HOME=/design/flow/orfs finish

==> changes_impl.md <==
### Implementation results

* Post-synthesis cell area at 11.3 sq um
* DR DRC count at 0
* Synth Instances at 2
* Top cell excl fill/tap: conb_1
* Mean Syn Cell Area at 5.63 sq um
* Fin Setup TNS at 0 ns
* Clock buf count at 0
* Vias in the first global route at 6
* 1st-iter DRT viols at 0
* Die W at 117 um
* Largest net degree at the start of global routing at 2
* IO Port Bufs at 0
* FF+latch area at 0 sq um
* Setup bufs post-CTS at 0
* Status: finished clean
* GPL Wtd Cong at 0.455
* VDD IR max at 0.000000301 V
* WL per Instance at 0.0893 um
* RSZ-0062 raised after global routing: false
* Die Y at 117 um
* Chip area at 0.0137 sq mm
* Fp util at 0.122%
* Core Region at 0.00920 sq mm
* Sequential cell count at 0
* First-pass GRT wire length at between 10 and 15 um
* Post-cts sizing count at 0
* Row Count at 35
* # Max-Cap Violations at 0
* DRT Wirelength at 10 um
* Synth warnings at 3
* CTS Hold Buffers Added at 0
* Most frequent cells in the layout: 1 x conb_1
* Gr usage total at 0.0108%
* Final Hold Fails at 0
* Via density at 0.0268
* Via Count at 3
* Area delta synth->final at 1170%
* Antenna fix cells at 0
* Antenna Violating Nets Remaining at 0
* Layout fillers at about 1100
* OpenROAD warning count at 31
* Static leakage at roughly 0.0032 nW
* Io pins at 4
* Initial antenna violation count at 0
* Share of cells above drive strength 1 at 0%
* Drt first pass iters at 1
* Grt ovf at 0
* PD cells at 0.444 mW/mm^2
* Max-slew violation count at 0
* Final setup violation count at 0
-- where the power goes --
part | switching (mW) | internal [mW] | leakage, nW | total (mW)
clock network | 0 | 0 | 0 | 0
logic | 0.0000634 | 0 | 0.00324 | 0.0000634
registers | 0 | 0 | 0 | 0
-- layer usage --
layer	routed length [um]	vias up	part of all wire (%)	global-route usage [%]
met5	0	-	0	0
met4	0	0	0	0
li1	-	1	-	-
met2	0	1	0	0
met1	0	1	0	0
met3	9	0	90	0.0516
-- final cells by class --
| cell class | instances | area, sq um | area share [%] |
|---|---|---|---|
| multi-input combinational | 1 | 3.75 | 2.63 |
| tap | 111 | 139 | 97.4 |
-- per-stage QoR --
stage,util (%),area [sq um],power (mW),cells
3_5_place_dp,1.55,143,0.000128,112
6_report,1.55,143,0.0000634,112
3_3_place_gp,1.55,143,0.000129,112
2_1_floorplan,-,11.3,0.00111,2
5_1_grt,1.55,143,0.000194,112
4_1_cts,1.55,143,0.000128,112
Power is estimated from default activity; no workload was simulated.
